## ./design.v

```verilog
`timescale 1ns / 1ps
module alu(
	input clk,
	input [3:0] opcode,
	input signed [15:0] a,
	input signed [15:0] b,
	input signed [15:0] immediate,
	output reg zero,
	output reg signed [15:0] alu_result
   );
	always @ (posedge clk) begin
		zero = 0;
		case (opcode) 
			4'b0010:begin
						alu_result = a + b; 
					end
			4'b0011:begin
						alu_result = a + (-b); 
						if (alu_result == 0) begin
							zero = 1;
						end
					end
			4'b1010:begin
						alu_result = a + immediate; 
					end
			4'b1011:begin
						alu_result = a + (-immediate); 
						if (alu_result == 0) begin
							zero = 1;
						end
					end
		endcase
	end
endmodule
`timescale 1ns / 1ps
module machine(
	input clk,
	output reg [3:0] an,
	output reg [7:0] out
	);
	reg [31:0] timer;
	reg [7:0] disp [15:0];
	initial begin
		disp[0] = 8'b11000000;
		disp[1] = 8'b11111001;
		disp[2] = 8'b10100100;
		disp[3] = 8'b10110000;
		disp[4] = 8'b10011001;
		disp[5] = 8'b10010010;
		disp[6] = 8'b10000010;
		disp[7] = 8'b11111000;
		disp[8] = 8'b10000000;
		disp[9] = 8'b10010000;
		disp[10] = 8'b10001000;
		disp[11] = 8'b10000011;
		disp[12] = 8'b11000110;
		disp[13] = 8'b10100001;
		disp[14] = 8'b10000110;
		disp[15] = 8'b10001110;
	end
	wire [3:0] address;
	wire [15:0] instruction;
	wire [15:0] result;
	processor _processor(
		.clk(clk),
		.instruction(instruction),
		.address(address),
		.result(result)
	);
	program_rom _program(
		.address(address),
		.instruction(instruction)
	);
	always @ (posedge clk) begin
		timer = timer + 1;
		if (timer >= 500000) begin
			timer = 0;
		end
		if(timer == 100000) begin
			out <= disp[result[3:0]];
			an <= 4'b1110;
		end
		if(timer == 200000) begin
			out <= disp[result[7:4]];
			an <= 4'b1101;
		end
		if(timer == 300000) begin
			out <= disp[result[11:8]];
			an <= 4'b1011;
		end
		if(timer == 400000) begin
			out <= disp[result[15:12]];
			an <= 4'b0111;
		end
	end
endmodule
`timescale 1ns / 1ps
module processor(
	input clk,
	input [15:0] instruction,
	output reg [3:0] address,
	output reg [15:0] result
	);
	parameter rom_size = 16;
	reg [31:0] timer;
	initial begin
		address = 0;
		timer = 0;
	end
	reg zero;
	wire [3:0] opcode = instruction[15:12];
	wire [2:0] reg_a = instruction[11:9];
	wire [2:0] reg_b = instruction[8:6];
	wire signed [7:0] immediate = instruction[7:0];
	wire [3:0] jmp_addr = instruction[11:8];
	reg write_enable;
	reg signed [15:0] write_data;
	wire signed [15:0] data_a;
	wire signed [15:0] data_b;
	wire signed [15:0] alu_result;
	wire alu_zero;
	regfile _regfile(
		.clk(clk),
		.address_a(reg_a),
		.address_b(reg_b),
		.write_enable(write_enable),
		.write_data(write_data),
		.data_a(data_a),
		.data_b(data_b)
	);
	alu _alu(
		.clk(clk),
		.opcode(opcode),
		.a(data_a),
		.b(data_b),
		.immediate(immediate),
		.zero(alu_zero),
		.alu_result(alu_result)
	);
	always @ (posedge clk) begin
		timer = timer + 1;
		if (timer % 50000000 == 0) begin
			address = (address + 1) % rom_size;
			case (opcode) 
				4'b0001:begin
							write_data = immediate;
							write_enable = 1;
						end
				4'b0010:begin
							write_data = alu_result; 
							write_enable = 1;
						end
				4'b1010:begin
							write_data = alu_result; 
							write_enable = 1;
						end
				4'b0011:begin
							write_data = alu_result;
							zero = alu_zero;
							write_enable = 1;
						end
				4'b1011:begin
							write_data = alu_result;
							zero = alu_zero;
							write_enable = 1;
						end
				4'b1000:begin
							address = jmp_addr % rom_size;
						end
				4'b1100:begin
							if (zero == 1) begin
								address = jmp_addr % rom_size;
							end
						end
				4'b1110:begin
							write_data = data_b;
							write_enable = 1;
						end
				4'b1111:begin
						end
			endcase
			result[15:12] = address;
			result[11:8] = zero;
			result[7:0] = data_a;			
		end
	end
endmodule
`timescale 1ns / 1ps
module program_rom(
	input [3:0] address,
	output [15:0] instruction
	);
	reg [15:0] inst_mem [15:0];
	initial begin
		inst_mem[0] 	= 16'b0001_0010_0000_0001;	 
		inst_mem[1] 	= 16'b1011_0100_0000_0001;	 
		inst_mem[2] 	= 16'b0001_1110_0000_0111;	 
		inst_mem[3] 	= 16'b1011_1110_0000_0001;	 
		inst_mem[4]		= 16'b1100_1010_0000_0000;	 
		inst_mem[5] 	= 16'b1111_1110_0000_0000;	 
		inst_mem[6] 	= 16'b1000_0011_0000_0000;	 
		inst_mem[10] 	= 16'b1111_0010_0000_0000;	 
		inst_mem[11] 	= 16'b1000_1010_0000_0000;	 
	end 
	assign instruction = inst_mem[address];
endmodule
`timescale 1ns / 1ps
module regfile(
	input clk,
	input [2:0] address_a,
	input [2:0] address_b,
	input wire write_enable,
	input signed [15:0] write_data,
	output reg signed [15:0] data_a,
	output reg signed [15:0] data_b
	);
	reg signed [15:0] regs [2:0];
	always @ (posedge clk) begin
		if (write_enable == 1) begin
			regs[address_a] <= write_data;
		end
		data_a <= regs[address_a];
		data_b <= regs[address_b];
	end
endmodule
```

## ./run.sh

```bash
#!/bin/bash
# OpenROAD 26Q1-2900-gdf79404cd8, Yosys 0.63+post, stock flow scripts
make -C /OpenROAD-flow-scripts/flow DESIGN_CONFIG=/design/flow/config.mk WORK_HOME=/design/flow/orfs finish
```

## ./config.mk

```make
export PLATFORM = sky130hd
export DESIGN_NAME = machine
export DESIGN_NICKNAME = machine
export VERILOG_FILES = /design/flow/design.v
export SDC_FILE = /design/flow/constraint.sdc
export NUM_CORES = 4
export LEC_CHECK = 1
export CORE_UTILIZATION = 30
```

## ./constraint.sdc

```tcl
current_design machine

set clk_period 20.0
set clk_io_pct 0.2

create_clock -name clk0 -period $clk_period [get_ports {clk}]

set non_clock_inputs [all_inputs -no_clocks]
set_input_delay [expr $clk_period * $clk_io_pct] -clock clk0 $non_clock_inputs
set_output_delay [expr $clk_period * $clk_io_pct] -clock clk0 [all_outputs]
```

==> impl_metrics.csv <==
group,metric,value,unit
global_route,grt_pass1_vias,11389,
final_layout,layout-drive-gt1-share,0.0783,
worst_hold_path,hold_path.class,"reg2reg",
routing,vias,12320,
global_route,grt_max_degree,37,
routing,drt_iter0_drc,846,
routing,route.detailed.drc,0,
power_and_ir_drop,irDropWorstVdd,43.9,µV
yosys,ys_top_logic_family,"simple AND/OR/NAND/NOR gates",
final_layout,synthToLayoutAreaGrowth,10.3,%
routing,wire_per_inst,16.3,µm
routing,wirelength,36.9,mm
yosys,ys_types,117,
die,core,0.0468,mm²
die,io_pins,13,
critical_path,worstPathRequired,20.18,ns
critical_path,worstPathArrival,13.66,ns
critical_path,max_stage_delay,0.77,ns
routing,detail-route-antenna-nets,0,
yosys,ys_sh_simple,0.246,
clock_tree,htree_num_levels,1,
yosys,largest_area_cell,"edfxtp_1",
sta,rsz0062_at_grt,"false",
yosys,yosys_area,0.0143,mm²
critical_path,end_kind,"register",
global_route,grtUsageTotal,0.158,
placement,hpwlAfterDp,28.0,mm
yosys,aoi_share,0.203,
critical_path,startpoint_type,"register",
yosys,adder_share,0.0347,
sta,report.final.slew_viol_count,0,
yosys,ys_ff,205,
clock_tree,cts_root_buf,"clkbuf_16",
yosys,synthTopCellsByArea,"edfxtp_1, dfxtp_1, xnor2_1",
sta,setup_tns,0,ns
sta,worst_pin_slew,0.911,ns
global_route,grt_first_pass_wirelength,60.0,mm
clock_tree,clockBufferDepth,3,
yosys,top_cell_area_share,0.219,
yosys,edf_count,104,
die,die_w,220,µm
yosys,ff_type,"edfxtp_1",
flow_run,tool_warnings,37,
die,dieArea,0.0484,mm²
run_status,outcome,"finished clean",
critical_path,critPathSlowestCell,"mux2i_1",
yosys,ys_cells,1653,
sta,final-hold-violation-count,0,
sta,setup_viol,0,
global_route,antenna_found_initial,0,
routing,antennaDiodeCount,0,
critical_path,path_class,"reg2reg",
clock_tree,holdBufCountCts,0,
yosys,xor_share,0.0817,
clock_tree,insertion_delay,0.50,ns
placement,gp_routability_congestion,0.972,
routing,routed_via_density,5.43,
critical_path,cpMostUsedCell,"nor2_1",
die,core.rowCount,79,
die,fp-utilization,0.305,
yosys,syn-instance-count,1653,
sta,fin_crit_sh,0.674,
clock_tree,post_cts_resized,0,
yosys,syn_area,0.0143,mm²
routing,dr.pass1.iters,21,
clock_tree,cts.reportedPaths.clkPinSlew,0.06,ns
critical_path,reg2reg_slack,6.52,ns
sta,max_slew_margin,0.391,
yosys,synth_area_per_cell,8.63,µm²
power_and_ir_drop,p_leak,5.29,nW
sta,finalClockSkew,0.0162,ns
placement,portBuffers,11,
power_and_ir_drop,p_per_area,53.2,mW/mm²
sta,min_period,13.48,ns
clock_tree,cts_tree,"built",
final_layout,utilization,0.336,
critical_path,cp_max_fo,16,
clock_tree,clkSinkCount,205,
yosys,async_flop_share,0,
clock_tree,post-cts-setup-buffer-count,0,
clock_tree,cts_inserted_buffers,21,
flow_run,cap_violations,0,
sta,clock.fmax,74.2,MHz
die,die.size.y,220,µm
global_route,overflow,0,
yosys,ys_seq_frac,0.361,
yosys,synthMuxAreaShare,0.0351,
yosys,yosysWarnings,6,
[critical path, delay by kind of cell, from the launching register on]
family                     cells  cell delay (ns)
buffers and inverters          1             0.30
DFF                            1             0.44
AOI/OAI and AO/OA             15             4.76
and+or+nand+nor               15             6.10
adders and majority gates      1             0.29
muxes                          2             1.22
[Yosys cell counts (all sizes together), types with 7 or more instances]
cell type	n
dfxtp	101
inv	56
o21a	7
nor4	33
or2	15
a31oi	25
o31a	10
and2	35
nand3	77
mux2	8
o21ai	84
xor2	40
nand2b	11
o31ai	15
a211oi	14
buf	23
nor2	160
ha	34
a2111oi	10
o21bai	11
and3	28
or4	10
xnor2	90
o22ai	13
or3	13
nor2b	10
clkbuf	50
nand4	32
o211ai	18
a21o	14
mux2i	41
a21oi	80
nand2	193
edfxtp	104
nor3	56
and4	7
a31o	9
[cell usage in the layout (no fill, tap or decap), types with 10 or more instances in the layout]
master           netlist  routed
dfxtp_1              101     101
and2_1                33      33
nand4_1               31      31
buf_4                  7      20
o211ai_1              14      14
nand3_1               76      76
or2_2                 11      11
xor2_1                40      40
o31a_1                10      10
a31oi_1               24      24
a21oi_1               79      79
clkbuf_16              0      22
conb_1                 2      14
nor2b_1               10      10
or3_1                 13      13
a21o_1                14      14
o21bai_1              11      11
o22ai_1               13      13
nand2_1              193     193
mux2i_1               41      41
clkdlybuf4s50_1        0      11
nor2_1               158     158
edfxtp_1             104     104
nor4_1                28      27
o31ai_1               12      12
ha_1                  34      34
xnor2_1               88      88
inv_1                 56      56
o21ai_0               75      75
a211oi_1              13      12
nand2b_1              10      10
and3_1                28      28
nor3_1                53      53
[where the power goes]
group	total (mW)	switching (mW)	internal [mW]
Sequential	0.440	0.00129	0.439
Clock	0.395	0.157	0.238
Combinational	0.00231	0.00126	0.00104
[flip-flops by register name, summed over array words and instances (netlist names)]
signal	flops
out	7
_processor._alu.zero	1
_processor.address	4
_processor.write_data	16
_processor.timer	32
timer	32
_processor.result	13
_processor._regfile.data_b	16
_processor._regfile.data_a	16
_processor._regfile.regs	48
an	4
_processor._alu.alu_result	16
[area by class of cell]
cell class | instances | area, µm²
Inverter | 60 | 225
Clock inverter | 9 | 100
Clock buffer | 28 | 603
Multi-Input combinational cell | 1327 | 8640
Fill cell | 4697 | 31000
Timing Repair Buffer | 31 | 260
Tap cell | 607 | 759
Sequential cell | 205 | 5140
[worst paths after layout]
path              cells after the start                      startpoint                       endpoint
setup / recovery                     34             _processor.timer[0]       _processor.write_data[5]
hold / removal                        0  _processor._regfile.regs[0][3]  _processor._regfile.data_b[3]
setup reg to reg                     34             _processor.timer[0]       _processor.write_data[5]
hold reg to reg                       0  _processor._regfile.regs[0][3]  _processor._regfile.data_b[3]
[per-stage QoR]
stage          cell area [µm²]  total power [mW]  setup slack (ns)  hold WS, ns  std cells
6_report                 15700             0.837              6.52        0.356       2267
5_1_grt                  15700             0.865              5.17        0.356       2267
4_1_cts                  15700             0.849              6.83        0.348       2267
3_5_place_dp             15000             0.451              6.91        0.356       2230
3_3_place_gp             15000             0.451              7.23        0.350       2230
2_1_floorplan            14300             0.451              8.04        0.348       1665
[logic make-up after synthesis]
group,count (synthesis)
AND-OR/OR-AND,394
XOR/XNOR,130
adder cells (fa/ha/maj),39
buffers and inverters,133
flip-flops,205
multiplexers,49
other,2
AND/OR/NAND/NOR,701
[routing by layer]
layer / global-route usage / wire [µm] / vias to the layer above
li1: - / - / 6084
met3: 0.0304 / 2150 / 63
met4: 0.0336 / 809 / 0
met5: 0 / 0 / -
met2: 0.244 / 16500 / 377
met1: 0.235 / 17400 / 5796
Power and IR drop assume default switching activity.
